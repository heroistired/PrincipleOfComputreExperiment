`flow/design.v`:
```
module ALU(CS,data_a,data_b,carry_in,S,zero,carry_out);
input [2:0]CS;  
input [7:0]data_a;
input [7:0]data_b;
input carry_in;
output reg [7:0]S;  
output reg zero;
output reg carry_out;
reg [8:0]sum;
always @(CS,data_a,data_b,carry_in)
begin
	if (CS==3'b000) begin  
		S = data_a & data_b;
	end
	else if (CS==3'b001) begin  
		S = data_a | data_b;
	end
	else if (CS==3'b010) begin  
		sum = data_a + data_b;
		if (sum > 8'b11111111) begin
			carry_out = 1;
			S = sum - 9'b100000000;
		end
		else begin
			carry_out = 0;
			S = sum;
		end
	end
	else if (CS==3'b011) begin  
		S = data_a - data_b;
		if (data_a < data_b) begin
			carry_out = 0;
		end
		else begin
			carry_out = 1;
		end
	end
	else if (CS==3'b100) begin  
		S = data_a + data_b + carry_in;
	end
	else if (CS==3'b101) begin  
		S = data_a - data_b - (1-carry_in);
	end
	else if (CS==3'b110) begin  
		if (data_a < data_b) begin
			S = 1;
		end
		else begin
			S = 0;
		end
	end
	if (S==0) begin
		zero = 1;
	end
	else begin
		zero = 0;
	end
end
endmodule 		
```
`flow/run.sh`:
```
#!/bin/bash
# OpenROAD 26Q1-2900-gdf79404cd8, Yosys 0.63+post, stock flow scripts
make -C /OpenROAD-flow-scripts/flow DESIGN_CONFIG=/design/flow/config.mk WORK_HOME=/design/flow/orfs finish
```
`flow/config.mk`:
```
export PLATFORM = sky130hd
export DESIGN_NAME = ALU
export DESIGN_NICKNAME = ALU
export VERILOG_FILES = /design/flow/design.v
export SDC_FILE = /design/flow/constraint.sdc
export NUM_CORES = 4
export LEC_CHECK = 1
export CORE_UTILIZATION = 30
```
`flow/constraint.sdc`:
```
current_design ALU

set clk_period 4.6
set clk_io_pct 0.2

create_clock -name clk0 -period $clk_period

set non_clock_inputs [all_inputs -no_clocks]
set_input_delay [expr $clk_period * $clk_io_pct] -clock clk0 $non_clock_inputs
set_output_delay [expr $clk_period * $clk_io_pct] -clock clk0 [all_outputs]
```
==> reports/qor.txt <==
yosys cell count = 266
Slew Limit Fails = 0
RSZ-0062 raised after global routing = false
Total Wirelength = 5450 um
via count = 2169
Max Fanout on Critical Path = 2
slowest stage delay, CP = 400 ps
logic area = 1830 um2
Post-synth regs = 9
Internal = 192 uW
GRT Total Usage = 0.161
P_leak = 1.44 nW
Die Wd = 83.9 um
Worst EP arrival = 3490 ps
core footprint = 6420 um2
antenna violations before repair = 0
VDD IR-drop max = 0.0566 mV
switching share of total power = 0.475
status = finished clean
largest net degree at the start of global routing = 14
FP Rows = 29
cell area after layout = 3050 um2
Yosys cell types = 61
syn avg cell area = 7.56 um2
Worst path top cell family by delay = simple AND/OR/NAND/NOR gates
YS warnings = 1
Final Power = 366 uW
drt pass-1 iters = 23
relative slew slack = 0.650
EDFF count, synth = 0
DR iter-0 viols = 155
buffers and inverters on the worst path = 3
fin cells = 431
chip height = 83.9 um
Setup crit end kind = primary output
DR DRC count = 0
vias in the first global route = 1999
post-DP HPWL = 4630 um
# diodes = 0
placed cell areas = 2840 um2
die area = 7030 um2
Max Clk Rate = 227 MHz
post-route ant nets = 0
register pins left without a clock = 9
Min Hold Slack = 2820 ps
port bufs = 30
Clk pwr share = 0
Net Sw Power = 174 uW
DR WL/cell = 12.6 um
area of the mapped netlist = 2010 um2
Worst EP required = 3680 ps
Hold Crit Class = in2out
slowest cell on the critical path = fa_2
share of cells above drive strength 1 = 0.342
final setup fails = 0
Area Overhead vs Synth = 51.7%
Tmin final = 4410 ps
Via density = 5.03
number of max-cap violations = 0
CP cell instances = clkdlybuf4s15_2 > inv_2 > fa_2 > fa_2 > nand3b_4 > a21oi_2 > and3b_1 > a2bb2oi_2 > or3_1 > or3_1 > nor4_2 > buf_2
fillcell total = 607
Worst Setup Start Kind = primary input
CTS Hold Bufs = 0
Least-Margin Pin Slew = 523 ps
total grt overflow = 0
gpl congestion = 0.922
YS chip area = 2010 um2
first-pass GRT wire length = 9200 um
Main synth FF type = dlxtn_1
final critical-path share of the clock period = 0.960
sequential cell area = 135 um2
combinational share of power = 0.979
Cell Pwr Density = 120 nW/um2
DP Cell Count = 427
endpoints left unconstrained = 18
IO Count = 30
core utilization at floorplan = 0.313
Crit Path Class = in2out
Fin. Hold Viols = 0
tool warnings = 55
Flop pwr share = 0.021
cell count after synthesis = 266
Post-synth ARST share = 0
[path summary, 6_finish.rpt]
path                      start    to  slack [ps]  cells after the start
worst min-delay path  data_b[3]  zero        2820                      9
worst max-delay path  data_a[0]  zero         190                     12
[synth_stat cells, types with 3 or more instances]
library cell | count | share of area
a21oi_1 | 22 | 0.055
dlxtn_1 | 9 | 0.067
nor2b_1 | 3 | 0.0093
a31oi_1 | 7 | 0.022
nand2_1 | 14 | 0.026
ha_1 | 36 | 0.22
a211oi_1 | 6 | 0.022
or3_1 | 3 | 0.0093
nand2b_1 | 3 | 0.0093
o211ai_1 | 5 | 0.019
mux2i_1 | 6 | 0.030
inv_1 | 34 | 0.063
nor3_1 | 6 | 0.015
nand3_1 | 7 | 0.017
o32ai_1 | 3 | 0.013
clkbuf_1 | 4 | 0.0075
o21a_1 | 3 | 0.011
xnor2_1 | 9 | 0.039
buf_2 | 6 | 0.015
a21o_1 | 3 | 0.011
o21ai_0 | 11 | 0.027
fa_1 | 6 | 0.060
nor2_1 | 11 | 0.021
[sequential cells by signal, summed over array words and instances (netlist names)]
| name | count |
|---|---|
| S | 8 |
| carry_out | 1 |
[per-layer routing]
layer / up-vias / global-route usage / wire [um]
met3: 4 / 0.00904 / 281
met1: 971 / 0.254 / 2650
met5: - / 0 / 0
met4: 0 / 0.00784 / 28
li1: 1128 / - / -
met2: 66 / 0.256 / 2490
[timing repair]
action / in CTS / in global routing
buffers inserted: 2 / 2
endpoints found under the setup margin: 1 / 1
pin swaps: 16 / 13
cloned: 0 / 0
gates resized: 41 / 15
[cell usage in the layout (no fill, tap or decap), drive strengths merged, types with 7 or more instances in the layout]
master	n
buf	72
ha	36
inv	35
a21oi	23
clkdlybuf4s50	21
nand2	14
o21ai	13
nor2	11
dlxtn	9
xnor2	9
nand3	7
a211oi	7
a31oi	7
[cell type report]
class / count / share of cell area
repair buffers: 101 / 0.280
inverters: 35 / 0.0439
multi-input cells: 209 / 0.600
well taps: 77 / 0.0316
flip-flops and latches: 9 / 0.0443
[stage by stage]
stage                     setup slack [ps]  setup TNS, ps  utilization
final                                  185              0        0.475
after global routing                  54.9              0        0.475
after CTS                             22.6              0        0.462
after detailed placement              -723           -723        0.442
after global placement                -663           -663        0.442
after floorplan                        414              0            -
[power groups by stage]
| stage | sequential, mW | clock [mW] | combinational (mW) |
|---|---|---|---|
| CTS | 0.00759 | 0 | 0.346 |
| global route | 0.00790 | 0 | 0.396 |
| finish | 0.00757 | 0 | 0.359 |
[cells by family (layout without fill, tap and decap cells)]
group / count (synthesis) / after routing / synth area share
multiplexers: 6 / 6 / 0.0299
latches: 9 / 9 / 0.0672
AND-OR/OR-AND: 86 / 86 / 0.297
AND/OR/NAND/NOR: 64 / 64 / 0.173
XOR/XNOR: 11 / 11 / 0.0479
buffers and inverters: 48 / 136 / 0.101
adder cells (fa/ha/maj): 42 / 42 / 0.284
[worst min-delay path: cells and delay by family]
kind / cells / cell delay (ps)
compound gates: 3 / 370
fa+ha+maj: 1 / 170
buf+inv: 3 / 260
simple gates: 2 / 160
Power and IR drop assume default switching activity.
