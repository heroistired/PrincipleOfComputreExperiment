[flow/run.sh]
#!/bin/bash
# OpenROAD 26Q1-2900-gdf79404cd8, Yosys 0.63+post, stock flow scripts
make -C /OpenROAD-flow-scripts/flow DESIGN_CONFIG=/design/flow/config.mk WORK_HOME=/design/flow/orfs finish
[flow/config.mk]
export PLATFORM = sky130hd
export DESIGN_NAME = Decoder
export DESIGN_NICKNAME = Decoder
export VERILOG_FILES = /design/flow/design.v
export SDC_FILE = /design/flow/constraint.sdc
export NUM_CORES = 4
export LEC_CHECK = 1
export CORE_UTILIZATION = 30
[flow/design.v]
module Decoder(data_inH,data_inL,num_C3,num_C2,num_C1,num_C0,sign);
input [7:0]data_inH;
input [7:0]data_inL;
output reg [3:0]num_C3;
output reg [3:0]num_C2;
output reg [3:0]num_C1;
output reg [3:0]num_C0;
output reg sign;
reg [15:0]data_buf;  
reg [3:0]judge;
reg [7:0]data_inH_1;
reg [15:0]data_inH_2;
always @(data_inH,data_inL)
begin
	judge[3:0]=data_inH[7:4];
	if (judge==4'b1111) begin
		data_inH_1[7:0] = 0 - data_inH;
		data_inH_2[15:8] = data_inH_1[7:0];
		data_buf[15:0] = data_inH_2 - data_inL;
		sign = 1;
	end
	else begin
		data_buf[15:8] = data_inH;
		data_buf[7:0] = data_inL;
	end
	num_C3 = data_buf / 1000;
	num_C2 = (data_buf - 1000 * num_C3)/100;
	num_C1 = (data_buf - 1000 * num_C3 - 100 * num_C2)/10;
	num_C0 = data_buf - 1000 * num_C3 - 100 * num_C2 -10 * num_C1;
end
endmodule
[flow/constraint.sdc]
current_design Decoder

set clk_period 46.0
set clk_io_pct 0.2

create_clock -name clk0 -period $clk_period

set non_clock_inputs [all_inputs -no_clocks]
set_input_delay [expr $clk_period * $clk_io_pct] -clock clk0 $non_clock_inputs
set_output_delay [expr $clk_period * $clk_io_pct] -clock clk0 [all_outputs]
==> results.json <==
{
  "ant_nets": 0,
  "met2_length_um": 7927,
  "areaGrowthSynthToFinish_pct": 9.630,
  "postCtsSetupBuffers": 0,
  "synth.distinct_cells": 120,
  "highest_layer": "met4",
  "antenna_cells": 0,
  "layout_min_cycle_time_ps": 43960,
  "grt_pass1_wl_um": 30730,
  "max_freq_mhz": 22.75,
  "post-route-period-util": 0.9555,
  "antenna_found_initial": 0,
  "cp.arrival_ps": 34760,
  "grt_overflow": 0,
  "wirelength_um": 17980,
  "syn_area_per_cell_sq_um": 7.002,
  "row_count": 54,
  "worstPathMaxFanout": 12,
  "grt_util_all_layers": 0.1543,
  "drc_errors": 2,
  "synthTopCellsByCount": "88 x nand2_1, 81 x nor2_1, 62 x a21oi_1, 51 x ha_1, 51 x inv_1",
  "fp.dieW_um": 152.1,
  "synth.most_common_cell": "nand2_1",
  "ys_warn_count": 9,
  "dieArea_sq_mm": 0.02313,
  "setup_tns_ps": 0,
  "clock_buffers": 0,
  "initial_core_util": 0.3077,
  "top_cell_area_share": 0.09444,
  "post-route-util": 0.3373,
  "setup.worst_path.end_class": "output port",
  "finalNonFillerCells": 1245,
  "grt_pass1_vias": 6306,
  "syn_inst": 965,
  "grt_max_degree": 22,
  "place_congestion": 0.8813,
  "max_slew_margin": 0.4472,
  "slew_violations": 0,
  "io_buffers": 32,
  "die_h_um": 152.1,
  "ys_cells": 965,
  "failed_checks": "design-rule violations",
  "wl_met3_um": 634,
  "hpwl_um": 14380,
  "cpMaxStageDelayCell": "clkdlybuf4s50_1",
  "routed_via_density": 5.752,
  "finalHoldViolations": 0,
  "hold_class": "in -> out",
  "ys_seq_frac": 0,
  "cp-start-kind": "input port",
  "logic_area_sq_mm": 0.006480,
  "setup_viol": 0,
  "drt-met1-wl_um": 9229,
  "cp.required_ps": 36800,
  "seqCellArea_sq_um": 0,
  "syn_area_sq_mm": 0.006756,
  "largest_area_cell": "ha_1",
  "cp_common_cell": "ha_1",
  "path_class": "in -> out",
  "worst_slew_pin_slew_ps": 826.3,
  "routed-via-count": 7161,
  "rsz0062_at_grt": "false",
  "ys_area_sq_mm": 0.006756,
  "num_io_pins": 33,
  "drt_iter0_drc": 518,
  "status": "finished, violations left",
  "firstDrtPassIters": 46,
  "dpl.cell_count": 1245,
  "core_area_sq_mm": 0.02196,
  "drv_cap": 0,
  "hold_slack_ps": 19310,
  "warnings": 44,
  "num-fill-cells": 2264,
  "wl_per_cell_um": 14.44,
  "critPathMaxStageDelay_ps": 580,
  "layout-drive-gt1-share": 0.09637,
  "nFlopsAndLatches": 0,
  "topCellsByArea": "ha_1 9.4%, xnor2_1 5.7%, nand2_1 4.9%, a21oi_1 4.6%, nor2_1 4.5%"
}
[logic make-up (layout without fill, tap and decap cells)]
kind of cell             Yosys count  after routing  share of synthesized area
AND-OR/OR-AND                    358            358                     0.4054
AND/OR/NAND/NOR                  357            357                     0.2739
buffers and inverters             95             95                    0.06055
adder cells (fa/ha/maj)           68             68                     0.1361
XOR/XNOR                          64             64                    0.08907
multiplexers                      22             22                    0.03444
other                              1              1                  0.0005550
[final cells by class]
| cell class | instances | area share |
|---|---|---|
| Multi-Input combinational cell | 870 | 0.8748 |
| Timing Repair Buffer | 37 | 0.04831 |
| Tap cell | 280 | 0.04730 |
| Inverter | 58 | 0.02956 |
[stage by stage]
step	cell area [sq um]	worst slack, ps
final	7407	2045
after global routing	7407	151.7
after CTS	7274	984.3
after detailed placement	7274	1080
after global placement	7274	1269
after floorplan	6756	5219
[worst max-delay path: cells and delay by family]
family	cells	cell delay, ps
muxes	2	750
xor gates and xnor gates	9	1720
and+or+nand+nor	28	7720
buffers and inverters	6	1520
AOI/OAI and AO/OA	40	9730
adders and majority gates	12	4120
[per-layer routing]
| metal | GRT usage | vias up |
|---|---|---|
| li1 | - | 3696 |
| met1 | 0.2402 | 3301 |
| met2 | 0.2407 | 152 |
| met3 | 0.006103 | 12 |
| met4 | 0.02284 | 0 |
| met5 | 0 | - |
[cell usage in the layout, fill, tap and decap left out, drive strengths merged, types with 31 or more instances in the layout]
cell type       n
nand2          89
nor2           81
a21oi          67
o21ai          60
inv            54
ha             51
xnor2          47
clkdlybuf4s50  32
nor3           32
nand3          31
[path summary, 6_finish.rpt]
| path | depth (start not counted) | startpoint | slack [ps] | to |
|---|---|---|---|---|
| setup / recovery | 97 | data_inH[0] | 2040 | num_C0[3] |
| hold / removal | 3 | data_inL[0] | 19310 | num_C0[0] |
[repair_timing]
action / 4_1_cts / 5_1_grt
setup endpoints to repair: 0 / 5
hold buffers: 0 / 0
gates resized: 0 / 22
