===== design.v =====
module key_fsm (clk,reset,num,symbol,key,SRCH,SRCL,DSTH,DSTL,ALU_OP,finish,num_display,num_A0,num_A1,num_A2,num_B0,num_B1,num_B2,DST,SRC);
input clk;
input reset;
input [3:0]num;  
input [3:0]symbol;  
input key;  
output reg [7:0]SRCH;
output reg [7:0]SRCL;
output reg [7:0]DSTH;
output reg [7:0]DSTL;
output reg [7:0]ALU_OP;
output reg finish;
output reg num_display;  
output [3:0]num_A0;
output [3:0]num_A1;
output [3:0]num_A2;
output [3:0]num_B0;
output [3:0]num_B1;
output [3:0]num_B2;
output [15:0]DST;
output [15:0]SRC;
parameter [1:0]idle=2'b00;
parameter [1:0]firstnum=2'b01;
parameter [1:0]oper=2'b10;
parameter [1:0]secondnum=2'b11;
reg [2:0]state=idle;
reg [3:0]num_A0=0;
reg [3:0]num_A1=0;
reg [3:0]num_A2=0;
reg [3:0]num_B0;
reg [3:0]num_B1;
reg [3:0]num_B2;
reg [1:0]cnt=0;
reg judge;  
assign SRC = (num_A2[3:0])*100+(num_A1[3:0])*10+num_A0[3:0];
assign DST = (num_B2[3:0])*100+(num_B1[3:0])*10+num_B0[3:0];
always @(posedge clk)
begin
	if (!reset) begin
		num_A0 <= 0;
		num_A1 <= 0;
		num_A2 <= 0;
		num_B0 <= 0;
		num_B1 <= 0;
		num_B2 <= 0;
		ALU_OP <= 8'b00000000;
		state <= idle;
		cnt <= 0;
	end
	else begin
	case (state)
	idle:  
		begin
			judge <= 1;
			if (symbol==4'b1111 && key==1 && judge==1) begin  
				num_A0 <= num;
				num_A1 <= 0;
				num_A2 <= 0;
				num_B0 <= 0;
				num_B1 <= 0;
				num_B2 <= 0;
				ALU_OP <= 8'b00000000;
				cnt <= cnt+1;  
				state <= firstnum;
				num_display <= 0;  
				judge <= 0;
				finish <= 0;
			end
			else begin
				state <= idle;
			end
		end
	firstnum:  
		begin
			if (key==1) begin
				judge <= 0;
			end
			else begin
				judge <= 1;
			end
			if (cnt < 2'b11) begin 
				if (symbol==4'b1111 && key==1 && judge==1) begin 
					num_A2 <= num_A1;
					num_A1 <= num_A0;
					num_A0 <= num;
					cnt <= cnt+1; 
					state <= firstnum;
				end
				else if (symbol==4'b0001 && key==1) begin  
					ALU_OP <= 8'b00000001;
					state <= oper;
					judge <= 1;
					cnt <= 0;
				end
				else if (symbol==4'b0010 && key==1) begin  
					ALU_OP <= 8'b00000010;
					cnt <= 0;
					judge <= 1;
					state <= oper;
				end
				else if (symbol==4'b0011 && key==1) begin  
					ALU_OP <= 8'b00000100;
					cnt <= 0;
					state <= oper;
					judge <= 1;
				end 
				else if (symbol==4'b0101 && key==1) begin  
					ALU_OP <= 8'b00001000;
					cnt <= 0;
					state <= oper;
					judge <= 1;
				end
				else if (symbol==4'b0110 && key==1) begin  
					ALU_OP <= 8'b00010000;
					cnt <=0;
					state <= oper;
					judge <= 1;
				end
				else begin
					state <= firstnum;
				end
			end
			else if (cnt==2'b11) begin  
				if (symbol==4'b0001 && key==1 && judge==1) begin  
					ALU_OP <= 8'b00000001;
					state <= oper;
					judge <= 1;
					cnt <= 0;
				end
				else if (symbol==4'b0010 && key==1) begin  
					ALU_OP <= 8'b00000010;
					cnt <= 0;
					state <= oper;
					judge <= 1;
				end
				else if (symbol==4'b0011 && key==1) begin  
					ALU_OP <= 8'b00000100;
					cnt <= 0;
					state <= oper;
					judge <= 1;
				end 
				else if (symbol==4'b0101 && key==1) begin  
					ALU_OP <= 8'b00001000;
					cnt <= 0;
					state <= oper;
					judge <= 1;
				end
				else if (symbol==4'b0110 && key==1) begin  
					ALU_OP <= 8'b00010000;
					cnt <=0;
					state <= oper;
					judge <= 1;
				end
				else begin
					state <= firstnum;
				end
			end
		end
	oper: 
		begin
				if (key==1) begin
					judge <= 0;
				end
				else begin
					judge <= 1;
				end
				if (symbol==4'b1111 && key==1 && judge==1) begin
					num_B0 <= num;
					cnt <= cnt + 1;
					state <= secondnum;
					num_display <= 1;  
				end
				else begin
					state <= oper;
				end
		end
	secondnum:  
		begin
				if (key==1) begin
					judge <= 0;
				end
				else begin
					judge <= 1;
				end
				if (cnt < 2'b11) begin 
					if (symbol==4'b1111 && key==1 && judge==1) begin  
						num_B2 <= num_B1;
						num_B1 <= num_B0;
						num_B0 <= num;
						cnt <= cnt+1;  
						state <= secondnum;
					end
					else if (symbol==4'b0100 && key==1) begin  
						cnt <= 0;
						finish <= 1;
						SRCH[7:0] <= SRC[15:8];
						SRCL[7:0] <= SRC[7:0];
						DSTH[7:0] <= DST[15:8];
						DSTL[7:0] <= DST[7:0];
						state <= idle;
					end
					else begin
						state <= secondnum;
					end
				end
				else if (cnt==2'b11) begin  
					if (symbol==4'b0100 && key==1) begin  
						cnt <= 0;
						finish <= 1;
						SRCH[7:0] <= SRC[15:8];
						SRCL[7:0] <= SRC[7:0];
						DSTH[7:0] <= DST[15:8];
						DSTL[7:0] <= DST[7:0];
						state <= idle;
					end
					else begin
						state <= secondnum;
					end
				end
		end
	endcase
	end
end
endmodule

===== run.sh =====
#!/bin/bash
# OpenROAD 26Q1-2900-gdf79404cd8, Yosys 0.63+post, stock flow scripts
make -C /OpenROAD-flow-scripts/flow DESIGN_CONFIG=/design/flow/config.mk WORK_HOME=/design/flow/orfs finish

===== constraint.sdc =====
current_design key_fsm

set clk_period 5.7
set clk_io_pct 0.2

create_clock -name clk0 -period $clk_period [get_ports {clk}]

set non_clock_inputs [all_inputs -no_clocks]
set_input_delay [expr $clk_period * $clk_io_pct] -clock clk0 $non_clock_inputs
set_output_delay [expr $clk_period * $clk_io_pct] -clock clk0 [all_outputs]

===== config.mk =====
export PLATFORM = sky130hd
export DESIGN_NAME = key_fsm
export DESIGN_NICKNAME = key_fsm
export VERILOG_FILES = /design/flow/design.v
export SDC_FILE = /design/flow/constraint.sdc
export NUM_CORES = 4
export LEC_CHECK = 1
export CORE_UTILIZATION = 50

==> flow_summary_export.csv <==
group,metric,value,unit
run_status,outcome,"finished, final reports clean",
floorplanning,ios,109,
cells_and_area,syn2layout_area_growth,26.3,%
synthesis,ys_warn_count,1,
sta,fin_crit_sh,85.3,%
grt,grt_start_max_net_pins,41,
worst_setup_path,rr_worst_depth,10,
worst_setup_path,critPathLaunchType,"flop",
floorplanning,coreArea,0.00789,mm2
synthesis,edf_count,27,
routing,drcViolationCount,0,
sta,tightest_slew,0.669,ns
synthesis,async_flop_share,0,%
clock_tree,path_clk_slew,0.07,ns
worst_hold_path,hold_depth,1,
worst_setup_path,required,4.56,ns
flow_run,cap_violations,0,
sta,final_max_slew_viol_count,0,
clock_tree,cts_tree,"done",
synthesis,synth_top_area_share,19.5,%
synthesis,synth_cells,392,
routing,first_iter_violations,133,
sta,fin_skew,0.0104,ns
power_and_ir_drop,ir_worst_vdd,0.139,mV
clock_tree,numCtsBuffers,9,
clock_tree,htreeDepth,3,
grt,grt_pass1_wl,14.7,mm
placed_design,io_buffers,92,
power_and_ir_drop,switching_power,192,uW
cells_and_area,finalInstanceArea,0.00526,mm2
power_and_ir_drop,sequentialPowerShare,53.6,%
routing,antenna_cells,0,
clock_tree,cts.sinks,63,
power_and_ir_drop,leakagePower,0.00225,uW
sta,fin_crit,4.86,ns
synthesis,synth_flops,63,
power_and_ir_drop,internal-power,685,uW
sta,finalHoldViolCount,0,
placed_design,gp_congestion,0.877,
worst_setup_path,arrival,3.72,ns
clock_tree,ctsResizeCount,0,
grt,grt_pass1_vias,3009,
sta,setup_viol,0,
floorplanning,die_y,93.2,um
sta,rsz0062_at_grt,"no",
routing,via_per_inst,5.33,
routing,wl,8.58,mm
placed_design,placed_cell_area,0.00508,mm2
clock_tree,clock_path_buffers,2,
power_and_ir_drop,pwr-share-comb,4.6,%
floorplanning,fp_util,52.8,%
cells_and_area,drive_gt1_share,5.97,%
synthesis,yosys.area.top_type,"edfxtp_1",
synthesis,ys_seq_share,36.8,%
floorplanning,die_w,93.2,um
synthesis,netlist_area,0.00416,mm2
worst_setup_path,crit_fanout,6,
routing,vias,3132,
synthesis,synth.distinct_cells,64,
sta,fmax,206,MHz
synthesis,top_cells_by_area,"edfxtp_1 19%, dfxtp_1 17%, ha_1 15%",
sta,tns,0,ns
flow_run,tool_warnings,28,
routing,wire_per_inst,14.6,um
worst_setup_path,critPathKind,"reg -> out",
worst_setup_path,worstSetupEndpointType,"primary output",
worst_hold_path,holdCritPathClass,"reg -> reg",
clock_tree,holdBufCountCts,0,
synthesis,yosys.stat.chipArea,0.00416,mm2
routing,ant_nets,0,
clock_tree,post_cts_buffers,0,
synthesis,ys.flop_type,"dfxtp_1",
grt,antenna_found_initial,0,
routing,first_pass_iters,7,
grt,grt_remaining_overflow,0,
clock_tree,cts_root_buf,"clkbuf_8",
power_and_ir_drop,swShare,21.9,%
power_and_ir_drop,power_density,167,mW/mm2
clock_tree,insertion_delay,0.34,ns
floorplanning,rows,32,
grt,grt.total_usage,22.1,%
synthesis,ys_cells,392,
synthesis,syn_area_per_cell,10.6,um2
power_and_ir_drop,clkPwrFrac,41.8,%
floorplanning,die_area,0.00869,mm2
placed_design,hpwl,6.56,mm
sta,maxSlewHeadroom,55.3,%
==> through the flow <==
step	setup WS (ns)	utilization (%)	std cells	hold WS [ns]	power, uW
after floorplan	1.96	-	407	0.406	512
after CTS	0.816	66.7	588	0.473	890
after global placement	1.31	64.4	572	0.446	521
final	0.837	66.7	588	0.468	877
after global routing	0.519	66.7	588	0.496	919
after detailed placement	1.25	64.4	572	0.454	520
==> power groups by stage <==
stage                 logic (uW)  clock network [uW]  registers (uW)
final                       40.6                 366             470
after CTS                   40.7                 380             470
after global routing        44.7                 405             470
==> registers in the layout, indices dropped and copies added, names as in the netlist <==
register,cells
ALU_OP,8
DSTH,4
DSTL,8
SRCH,4
SRCL,8
cnt,2
finish,1
judge,1
num_A0,4
num_A1,4
num_A2,4
num_B0,4
num_B1,4
num_B2,4
num_display,1
state,2
==> worst paths after layout <==
path / from / to / slack (ns)
setup / recovery: num_A1[3] / SRC[9] / 0.84
hold / removal: ALU_OP[7] / ALU_OP[7] / 0.47
hold reg to reg: ALU_OP[7] / ALU_OP[7] / 0.47
setup reg to reg: num_A1[3] / SRCH[1] / 2.60
==> routing by layer <==
layer | vias up | GRT usage, % | wire length (um)
li1 | 1567 | - | -
met1 | 1435 | 33.1 | 4050
met2 | 122 | 35.0 | 3870
met3 | 8 | 5.87 | 572
met4 | 0 | 2.18 | 94
met5 | - | 0 | 0
==> kinds of logic (layout without fill, tap and decap cells) <==
logic type                 after synthesis  in the layout  synth area share (%)
and+or+nand+nor                        104            104                  14.8
muxes                                    6              6                  1.56
adders and majority gates               61             61                  20.1
xor gates and xnor gates                19             19                  4.00
buffers and inverters                   51            130                  6.70
DFF                                     63             63                  36.8
other                                    1             16                0.0901
AOI/OAI and AO/OA                       87             87                  15.9
==> area by class of cell <==
type,instances,area (um2)
repair buffers,94,936
clock inverters,5,48.8
multi-input cells,293,2410
inverters,20,75.1
clock buffers,11,131
well taps,102,128
fillers,615,2630
flip-flops and latches,63,1530
==> cell usage after synthesis, drive strengths merged, types with 2 or more instances <==
cell,n
a211oi,10
a21o,5
a21oi,12
a221oi,2
a22oi,18
a32o,2
a32oi,4
and2,6
buf,25
clkbuf,6
dfxtp,36
edfxtp,27
fa,10
ha,51
inv,20
mux2i,5
nand2,14
nand2b,6
nand4,2
nor2,21
nor2b,33
nor3,5
nor3b,6
nor4,3
o21a,6
o21ai,11
o21bai,2
o22ai,2
o31a,2
o31ai,3
xnor2,11
xor2,8
==> critical path: stages, from the launching register on <==
cell	delay, ns
dfxtp_1	0.44
ha_1	0.27
ha_1	0.23
fa_1	0.44
ha_1	0.29
ha_1	0.34
o21ai_0	0.11
nor2_1	0.09
o21a_1	0.20
o41ai_2	0.29
xor2_1	0.21
clkdlybuf4s50_1	0.49
==> layout by cell type (no fill, tap or decap), drive strengths merged, types with 11 or more instances in the layout <==
cell / n
o21ai: 11
ha: 51
edfxtp: 27
nor2: 21
nor2b: 33
nand2: 14
a21oi: 12
xnor2: 11
clkbuf: 11
dfxtp: 36
inv: 20
conb: 16
clkdlybuf4s50: 92
a22oi: 18
No activity file was given, so power comes from the tool's default toggle rates.
